===== ./design.v =====
module trafficFSM(
    input A,B,C,D,clk,reset,
    output reg red_north,
    output reg yellow_north,
    output reg green_north,
    output reg red_east,
    output reg yellow_east,
    output reg green_east,
    output reg red_south,
    output reg yellow_south,
    output reg green_south,
    output reg red_west,
    output reg yellow_west,
    output reg green_west,
    output reg [1:0] PS,NS);
    parameter S0=0, S1=1, S2=2, S3=3;
    always @(posedge clk or posedge reset) begin
        if(reset) PS<=S0;
        else PS<=NS;
    end
    always @(posedge clk) begin
        PS=NS;
        case (PS)
            S0: begin
                if (B == 1) NS<=  S1;
                else if (C==1) NS<=  S2;
                else if (D==1) NS<=  S3;
                else NS<=  S1;
                red_north<=0;
                yellow_north<=0;
                green_north<=1;
                red_east<=1;
                yellow_east<=0;
                green_east<=0;
                red_south<=1;
                yellow_south<=0;
                green_south<=0;
                red_west<=1;
                yellow_west<=0;
                green_west<=0;
                red_north<= #50 0;
                yellow_north<=#50 1;
                green_north<=#50 0;
                red_east<=#50 1;
                yellow_east<=#50 0;
                green_east<=#50 0;
                red_south<=#50 1;
                yellow_south<=#50 0;
                green_south<=#50 0;
                red_west<=#50 1;
                yellow_west<=#50 0;
                green_west<=#50 0;
            end
            S1: begin
                if (C == 1) NS<=  S2;
                else if (D==1) NS<=  S3;
                else if (A==1) NS<=  S0;
                else NS<=  S2;
                red_north<=1;
                yellow_north<=0;
                green_north<=0;
                red_east<=0;
                yellow_east<=0;
                green_east<=1;
                red_south<=1;
                yellow_south<=0;
                green_south<=0;
                red_west<=1;
                yellow_west<=0;
                green_west<=0;
                red_north<=#50 1;
                yellow_north<=#50 0;
                green_north<=#50 0;
                red_east<=#50 0;
                yellow_east<=#50 1;
                green_east<=#50 0;
                red_south<=#50 1;
                yellow_south<=#50 0;
                green_south<=#50 0;
                red_west<=#50 1;
                yellow_west<=#50 0;
                green_west<=#50 0;
            end
            S2: begin
                if (D == 1) NS<=  S3;
                else if (A==1) NS<=  S0;
                else if (B==1) NS<=  S1;
                else NS<=  S3;
                red_north<=1;
                yellow_north<=0;
                green_north<=0;
                red_east<=1;
                yellow_east<=0;
                green_east<=0;
                red_south<=0;
                yellow_south<=0;
                green_south<=1;
                red_west<=1;
                yellow_west<=0;
                green_west<=0;
                red_north<=#50 1;
                yellow_north<=#50 0;
                green_north<=#50 0;
                red_east<=#50 1;
                yellow_east<=#50 0;
                green_east<=#50 0;
                red_south<=#50 0;
                yellow_south<=#50 1;
                green_south<=#50 0;
                red_west<=#50 1;
                yellow_west<=#50 0;
                green_west<=#50 0;
            end
            S3: begin
                if (A == 1) NS<=  S0;
                else if (B==1) NS<=  S1;
                else if (C==1) NS<=  S2;
                else NS<=  S0;
                red_north<=1;
                yellow_north<=0;
                green_north<=0;
                red_east<=1;
                yellow_east<=0;
                green_east<=0;
                red_south<=1;
                yellow_south<=0;
                green_south<=0;
                red_west<=0;
                yellow_west<=0;
                green_west<=1;
                red_north<=#50 1;
                yellow_north<=#50 0;
                green_north<=#50 0;
                red_east<=#50 1;
                yellow_east<=#50 0;
                green_east<=#50 0;
                red_south<=#50 1;
                yellow_south<=#50 0;
                green_south<=#50 0;
                red_west<=#50 0;
                yellow_west<=#50 1;
                green_west<=#50 0;
            end
            default: begin
                if (A == 1) NS<=S0;
                else if (B==1) NS<=S1;
                else if (C==1) NS<=S2;
                else if (D==1) NS<=S3;
                else NS<=S0;
                red_north<=1;
                yellow_north<=0;
                green_north<=0;
                red_east<=1;
                yellow_east<=0;
                green_east<=0;
                red_south<=1;
                yellow_south<=0;
                green_south<=0;
                red_west<=1;
                yellow_west<=0;
                green_west<=0;
            end
        endcase    
    end    
endmodule

===== ./run.sh =====
#!/bin/bash
# OpenROAD 26Q1-2900-gdf79404cd8, Yosys 0.63+post, stock flow scripts
make -C /OpenROAD-flow-scripts/flow DESIGN_CONFIG=/design/flow/config.mk WORK_HOME=/design/flow/orfs finish

===== ./config.mk =====
export PLATFORM = sky130hd
export DESIGN_NAME = trafficFSM
export DESIGN_NICKNAME = trafficFSM
export VERILOG_FILES = /design/flow/design.v
export SDC_FILE = /design/flow/constraint.sdc
export NUM_CORES = 4
export LEC_CHECK = 1
export CORE_AREA = 10 10 70 70
export DIE_AREA = 0 0 80 80

===== ./constraint.sdc =====
current_design trafficFSM

set clk_period 1.5
set clk_io_pct 0.2

create_clock -name clk0 -period $clk_period [get_ports {clk}]

set non_clock_inputs [all_inputs -no_clocks]
set_input_delay [expr $clk_period * $clk_io_pct] -clock clk0 $non_clock_inputs
set_output_delay [expr $clk_period * $clk_io_pct] -clock clk0 [all_outputs]

==> run_results.csv <==
group,metric,value,unit
outcome,status,"did not finish",
outcome,haltStage,"synthesis (1_2_yosys)",
outcome,first-error,"ERROR: Found 2 problems in 'check -assert'.",
synthesis,most_common_cell,"dfxtp_1",
synthesis,largest_area_cell,"dfxtp_1",
synthesis,enable_flop_cells,0,
synthesis,top_cell_area_share,0.532,
synthesis,ff_type,"dfxtp_1",
synthesis,synth_seq_share,0.643,
synthesis,synth_chip_area,452,um^2
synthesis,ys_cells,42,
synthesis,yosysUniqueCellTypes,19,
synthesis,synth_flops,14,
synthesis,ys_async_sr_fraction,0.143,
synthesis,synth_warnings,1,
synthesis,area_leaders,"dfxtp_1 (53%), dfrtp_1 (11%), buf_4 (6.6%)",
synthesis,top_cells_by_count,"dfxtp_1 (12), inv_1 (6), buf_4 (4)",
## cells by family after synthesis
kind of cell | share of synthesized area
AOI/OAI and AO/OA | 0.0997
and+or+nand+nor | 0.0997
DFF | 0.643
other | 0.00830
buffers and inverters | 0.150
