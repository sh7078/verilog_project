==> /design/flow/design.v <==
module claAdder(in1,in2,cin,sum,cout);
input[15:0] in1;
input[15:0] in2;
input cin;
output[15:0] sum;
output cout;
wire[15:0] gen;
wire[15:0] prop;
wire[16:0] ctemp;
assign gen=in1 & in2;
assign prop= in1 ^ in2;
assign ctemp[0]=cin;
genvar i,j;
generate
    for(i=0;i<16;i=i+1) 
        begin:carry_gen
            assign ctemp[i+1]=gen[i] | (prop[i] & ctemp[i]);
        end
    assign cout=ctemp[16];
    for(j=0;j<16;j=j+1) 
        begin:sum_withou_carry
            assign sum[j]=in1[j]^in2[j]^ctemp[j];
        end
endgenerate
endmodule
module claMultiplier(x,y,product);
input[15:0] x;
input[15:0] y;
output[31:0] product;
wire[15:0] xtemp [15:0];
wire[15:0] ptemp [15:0];
wire[15:0] carryTemp;
genvar i,j;
generate
for(i=0;i<16;i=i+1) 
    begin:for_loop1
        assign xtemp[i]=x & {16{y[i]}};
    end 
    assign ptemp[0]=xtemp[0];
    assign carryTemp[0]=1'b0;
    assign product[0]=ptemp[0][0];
    for(j=1;j<16;j=j+1) 
        begin:for_loop2
            claAdder add(xtemp[j],{carryTemp[j-1],ptemp[j-1][15-:15]},1'b0,ptemp[j],carryTemp[j]);
            assign product[j]=ptemp[j][0];
        end
    assign product[31:16]={carryTemp[15],ptemp[15][15-:15]};
endgenerate
endmodule
==> /design/flow/run.sh <==
#!/bin/bash
# OpenROAD 26Q1-2900-gdf79404cd8, Yosys 0.63+post, stock flow scripts
make -C /OpenROAD-flow-scripts/flow DESIGN_CONFIG=/design/flow/config.mk WORK_HOME=/design/flow/orfs finish
==> /design/flow/config.mk <==
export PLATFORM = sky130hd
export DESIGN_NAME = claMultiplier
export DESIGN_NICKNAME = claMultiplier
export VERILOG_FILES = /design/flow/design.v
export SDC_FILE = /design/flow/constraint.sdc
export NUM_CORES = 4
export LEC_CHECK = 1
export CORE_UTILIZATION = 30
==> /design/flow/constraint.sdc <==
current_design claMultiplier

set clk_period 54.3
set clk_io_pct 0.2

create_clock -name clk0 -period $clk_period

set non_clock_inputs [all_inputs -no_clocks]
set_input_delay [expr $clk_period * $clk_io_pct] -clock clk0 $non_clock_inputs
set_output_delay [expr $clk_period * $clk_io_pct] -clock clk0 [all_outputs]
==> results.txt <==
Flow results follow.

Dividing the synthesized area by the synthesized cell count gives 10.7 sq um. In this run the count of I/O pins placed on the die edge is 64. The slowest stage of the critical path is the clkdlybuf4s50_1 cell. The biggest area contributor in the post-synthesis netlist is fa_1.

The via count of the first global-routing pass came to 4485. In this design, the critical path's most frequently occurring cell is fa_1. The number of remaining DRC errors is 0. The count of maximum capacitance violations is 0. The register area is 0 sq um. In this run the remaining antenna-violating nets after routing total 0. The chip area line in the Yosys stat output reads 6300 sq um. The layout cell share with drive strength beyond 1 is 0.655%. The area growth from synthesis to layout is 9.46%. Measured against its own limit, the worst slew margin works out to 58.0%. The synthesis report lists the most area-consuming cells as fa_1 71%, nand2_1 14%, buf_6 5.0%.

Summing over the stages, the warning tally comes to 32. The weighted congestion at the end of routability-driven global placement is 0.762. The design has 0 sequential cells. The combinational cell area excluding buffers and inverters is 5710 sq um. The worst hold path belongs to the class input pin to output port. The total global routing track utilization is 10.6%.

The final timing report lists a hold violation count of 0. The filler cells instantiated in the layout total 2091. OpenROAD reports that the post-layout worst path occupies 79.8% of the period. The most common cell in the netlist is nand2_1. The flow ran to the end, and the final reports show no timing, DRC or antenna violations. The data required time reported for the critical path is 43.44 ns. The total die size is 21600 sq um. Setup repair after global routing left no endpoint under its margin. In the routed layout, each cell is associated on average with a via count of 4.34. The maximum fanout encountered on the critical timing path is 16.

For this configuration, the core starts out at a cell density of 30.8%. The share of the core filled with cells is 33.7%.

Summing over every cut layer, the via total after detailed routing is 3822. Global routing finished with a remaining overflow of 0. The number of antenna repair diodes is 0.

Counting instances in the post-synthesis netlist gives the leading cell types as 231 x nand2_1, 224 x fa_1, 47 x inv_1, 28 x buf_6, 25 x and2_1. The category of the most critical setup path is input pin to output port. The placeable core area is 20400 sq um.

The share of the synthesized area in the top cell type is 71.2%. The first detailed-routing pass took 4 iterations. From left edge to right edge, the die measures 147 microns. For reference, the final report shows the max-slew violation count at 0.

The layout has 0 clock buffers. The number of antenna violations at the first check in global routing is 0. Detailed placement ended at an HPWL of 8470 microns. The number of gates given a new drive strength after cts is 0. The yosys stat cell total is 588. The final layout reports a setup TNS of 0 ns.

Buffers added to address setup during post-CTS repair amount to 0. The slew at the pin closest to its max-slew limit is 0.628 ns.

The iteration-0 DRC count of the detailed router is 29. The final timing report counts setup violations totalling 0. The detailed-route wire length is 8770 microns. The first global-routing pass estimated 19100 microns of wire. The report puts the hold buffer count at CTS at 0.

The critical path's largest stage delay is 0.72 ns. The element type at the critical path end is an output port. The netlist area before placement is 6300 sq um.

Based on the critical path, the design can be clocked at up to 0.0231 GHz. Entering global routing, the biggest net connects 17 pins. The floorplan step set the die height to 147 microns. The type of origin of the critical path is an input pin.

The data arrival time reported for the critical path is 32.47 ns. The worst path needs 43.33 ns of the cycle, external delays included. Per the detail_route report, routed wire per instance is 9.96 microns. The number of distinct library cell variants in the gate-level netlist after synthesis is 8. Summing the sequential cell areas from Yosys gives 0% of the chip area. The cell count after synthesis is 588. For this run, the number of Yosys warnings is 1.

The worst hold margin is 22.95 ns. Input and output buffers added on the ports amount to 64. After floorplanning, the core was divided into 52 placement rows.
worst max-delay path, delay by kind of cell:
kind / cells / cell delay [ns]
fa+ha+maj: 44 / 19.87
buf+inv: 6 / 1.44
simple gates: 1 / 0.32
through the flow:
| stage | instance area (sq um) | setup WS [ns] | cells |
|---|---|---|---|
| floorplan | 6300 | 12.57 | 588 |
| global placement | 6890 | 10.83 | 881 |
| detailed placement | 6890 | 10.71 | 881 |
| CTS | 6890 | 10.71 | 881 |
| global route | 6890 | 9.93 | 881 |
| finish | 6890 | 10.97 | 881 |
layout by cell type, fill, tap and decap left out, drive strengths merged:
| master | netlist | routed |
|---|---|---|
| and2 | 25 | 25 |
| nand2 | 231 | 231 |
| inv | 47 | 47 |
| fa | 224 | 224 |
| clkdlybuf4s50 | 0 | 64 |
| ha | 16 | 16 |
| buf | 45 | 4 |
kinds of logic after synthesis:
logic type / synth area share [%]
buffers and inverters: 9.36
adder cells (fa/ha/maj): 74.4
AND/OR/NAND/NOR: 16.3
metal layers:
metal	GRT usage, %	wire length, microns	vias to the layer above
li1	-	-	1734
met1	15.9	3850	2046
met2	18.5	4670	42
met3	1.14	253	0
met4	0	0	0
met5	0	0	-
final cells by class:
cell class	instances	area share, %
Inverter	47	2.56
Multi-Input combinational cell	496	82.8
Tap cell	270	4.90
Timing Repair Buffer	68	9.73
final timing paths:
kind	start	slack [ns]	cells after the start	end
max	y[0]	10.97	51	product[30]
min	x[12]	22.95	6	product[27]
